==> design/flow/design.v <==
module id_exe(  input clk,
                input rst,
                input stall,
                input[31:0] id_inst,
                input[31:0]id_RFRD1,
                input[31:0]id_RFRD2,
                input id_RegDst,
                input id_MemRead,
                input id_MemtoReg,
                input[3:0]id_ALUOp,
                input id_MemWrite,
                input id_ALUSrc,
                input id_RegWrite,
                input id_ShiftIndex,
                input id_ShiftDirection,
                input id_ALUasrc,
                input id_call,
                input[31:0] id_EXTOUT,
                input[4:0] id_RegisterRd,
                input[4:0] id_RegisterRs,
                input[4:0] id_RegisterRt,
                input[31:0] id_pcplus4,
                output reg[31:0] exe_imm32,
                output reg[31:0] exe_inst,
                output reg[31:0] exe_RFRD1,
                output reg[31:0] exe_RFRD2,
                output reg[4:0] exe_RegisterRd,
                output reg[4:0] exe_RegisterRs,
                output reg[4:0] exe_RegisterRt,
                output reg exe_RegDst,
                output reg exe_MemRead,
                output reg exe_MemtoReg,
                output reg[3:0] exe_ALUOp,
                output reg exe_MemWrite,
                output reg exe_ALUSrc,
                output reg exe_RegWrite,
                output reg exe_ShiftIndex,
                output reg exe_ShiftDirection,
                output reg exe_ALUasrc,
                output reg exe_call,
                output reg[31:0] exe_pcplus4);
    always @ (posedge clk,posedge rst)begin
        if(rst)
        begin
            exe_imm32 <= 32'h00000000;
            exe_inst <=32'h00000000;
            exe_RFRD1 <=32'h00000000;
            exe_RFRD2 <=32'h00000000;
            exe_RegisterRd <=5'b00000;
            exe_RegisterRs <=5'b00000;
            exe_RegisterRt <=5'b00000;
            exe_RegDst <= 0;
            exe_MemRead <=0;
            exe_MemtoReg <=0;
            exe_ALUOp <=4'b0000;
            exe_MemWrite <=0;
            exe_ALUSrc <=0;
            exe_RegWrite <=0;
            exe_ShiftIndex <=0;
            exe_ShiftDirection <=0;
            exe_ALUasrc <=0;
            exe_call <= 0;
            exe_pcplus4 <= 32'h00000000;
        end
        else if(stall)
        begin
            exe_imm32 <= id_EXTOUT;
            exe_inst <= id_inst;
            exe_RFRD1 <=id_RFRD1;
            exe_RFRD2 <= id_RFRD2;
            exe_RegisterRd <= id_RegisterRd;
            exe_RegisterRs <= id_RegisterRs;
            exe_RegisterRt <= id_RegisterRt;
            exe_RegDst <= 0;
            exe_MemRead <=0;
            exe_MemtoReg <=0;
            exe_ALUOp <=4'b0000;
            exe_MemWrite <=0;
            exe_ALUSrc <=0;
            exe_RegWrite <=0;
            exe_ShiftIndex <=0;
            exe_ShiftDirection <=0;
            exe_ALUasrc <=0;
            exe_call<=0;
            exe_pcplus4 <= 32'h00000000;
        end
        else
        begin
            exe_imm32 <= id_EXTOUT;
            exe_inst <= id_inst;
            exe_RFRD1 <=id_RFRD1;
            exe_RFRD2 <= id_RFRD2;
            exe_RegisterRd <= id_RegisterRd;
            exe_RegisterRs <= id_RegisterRs;
            exe_RegisterRt <= id_RegisterRt;
            exe_RegDst <= id_RegDst;
            exe_MemRead <= id_MemRead;
            exe_MemtoReg <= id_MemtoReg;
            exe_ALUOp <= id_ALUOp;
            exe_MemWrite <= id_MemWrite;
            exe_ALUSrc <=id_ALUSrc;
            exe_RegWrite <= id_RegWrite;
            exe_ShiftIndex <= id_ShiftIndex;
            exe_ShiftDirection <= id_ShiftDirection;
            exe_ALUasrc <=id_ALUasrc;
            exe_call <= id_call;
            exe_pcplus4 <=id_pcplus4;
        end
    end
endmodule
==> design/flow/run.sh <==
#!/bin/bash
# OpenROAD 26Q1-2900-gdf79404cd8, Yosys 0.63+post, stock flow scripts
make -C /OpenROAD-flow-scripts/flow DESIGN_CONFIG=/design/flow/config.mk WORK_HOME=/design/flow/orfs finish
==> design/flow/config.mk <==
export PLATFORM = sky130hd
export DESIGN_NAME = id_exe
export DESIGN_NICKNAME = id_exe
export VERILOG_FILES = /design/flow/design.v
export SDC_FILE = /design/flow/constraint.sdc
export NUM_CORES = 4
export LEC_CHECK = 1
export CORE_AREA = 10 10 218 218
export DIE_AREA = 0 0 228 228
==> design/flow/constraint.sdc <==
current_design id_exe

set clk_period 1.0
set clk_io_pct 0.2

create_clock -name clk0 -period $clk_period [get_ports {clk}]

set non_clock_inputs [all_inputs -no_clocks]
set_input_delay [expr $clk_period * $clk_io_pct] -clock clk0 $non_clock_inputs
set_output_delay [expr $clk_period * $clk_io_pct] -clock clk0 [all_outputs]
==> git commit body <==
Record implementation results from latest flow run

- The synthesis report names the predominant flop master as dfrtp_1.
- At the worst endpoint, the required time is roughly 0.80 ns.
- Traced cell by cell, the critical path runs through buf_2.
- Total via count after detailed routing: ~3500
- Port bufs: 380
- The worst setup path is launched from a flop.
- The overall die size recorded for this design is 52000 sq um.
- Counting the warning lines in the Yosys log gives 1.
- The initial antenna violation count came to 0.
* Fmax: 0.804 GHz
- Per the layout report, the design carries 4568 filler cells.
* Final count of hold timing violations: 0
* Global-route total usage across every layer: 7.70%
* Number of global-route vias before repair: roughly 4000
* Total grt overflow: 0
* Tool warning count: 28
- The timing report notes that buffer and inverter cells on the critical path total 1.
- The synthesis report gives the async set-or-reset register share as 100%.
- Post-synth design cell area: 5040 sq um
* Failing checks: negative setup slack
- The flow reports that combinational logic draws 9.2% of the design power.
* Multi-input gate area in the final layout: 289 sq um
- On the worst setup and hold paths after CTS, the clock-pin slew comes to 0.07 ns.
* Reported max-cap violation count: 0
* Number of DRC violations after detailed-routing iteration 0: 86
* Ratio of cells with drive above 1 in the final layout: 36.8%
- Count of flip-flops with a built-in enable after synthesis: 0
- Detailed-route DRC error count: 0
* Wire length of the first global-routing pass: 29200 um
- Minimum setup slack in the final design: -0.244 ns
- Number of cell instances after yosys synthesis: approximately 240
* Switch share: 21.5%
- Max fanout on the critical path was recorded as 1.
- Arrival time at the worst endpoint: 1.04 ns
* Global placement routability congestion: 0.824
- Power Dens Cells: ~1700 nW/um^2
* Total Routed Length: ~20000 um
* Layout area overhead: 89.0%
* Setup violations, final: 189
* Length of routed met2 wiring: approximately 9400 um
- In this run the vertical extent of the chip is 228 um.
- The H-tree was split into 4 levels.
* Library cell occupying the most area in the post-synthesis netlist: dfrtp_1
- Cell at the root of the clock tree: clkbuf_16
- Num rows: approximately 76
* Chip area estimate from yosys synthesis: 5040 sq um
- The worst setup path is captured at an output port.
* Core region area: 42900 sq um
* Slew of the pin with the lowest slew margin: 0.237 ns
- Counting distinct cell types in the post-synthesis netlist gives 5.
* Largest net degree at the start of global routing: 28
- In this run the VDD rail shows a maximum IR drop of 0.974 mV.
- Using the TritonRoute via totals, the vias-per-cell ratio works out to 2.79.
* Post-Place Worst Slack: -0.150 ns
- Worst relative slew slack: 84.2%
- After synthesis the netlist holds a flip-flop and latch count of 189.
- The power report attributes to the clock group a share of between 40% and 50%.
- Pre-Repair DR Iteration Count: 5
- Tmin final: about 1.2 ns
- Gate count after technology mapping: approximately 240
- For this block, wires on met1 add up to roughly 7600 um.
- Clk buf depth: 2
- Max-slew violations: 0
- Die width: 228 um
* Most used standard cell by instance count after synthesis: dfrtp_1
* Area share of the leading cell type in the synthesized netlist: 93.8%
* Avg WL per Cell: about 16 um
* Post-route core utilization: between 20 and 25%
* Residual antenna-violating net count after detailed routing: 0
- Ports placed on the boundary: 381
* Tightest hold margin: 0.135 ns
- List of most frequent post-synthesis cells: dfrtp_1 (189), nor2b_1 (45), buf_2 (4), and2b_1 (1), inv_1 (1)
* Routed wire length on met3: 2680 um
- Internal power comes to roughly 0.013 W.
- The power report puts the leakage power at between 4 and 5 nW.
* Sequential element share of the synthesized area: a little over nine tenths
- Setup repair after global routing could not meet its margin everywhere.
- Starting density of the core: between 10% and 20%
- CTS added clock buffers totalling 17.
* Highest cell delay on the worst timing path: 0.44 ns
- Clock Sink Count: 189
- The kind of cell with the highest combined delay along the critical path is flip-flops.
- The tightest min-delay check is of the in -> async type.
* Dominant cells by area after synthesis: dfrtp_1 (94%), nor2b_1 (5.6%), buf_2 (0.40%)
- Post-route period utilization is reported as 124%.
- CP max-delay cell: dfrtp_2
- The flow ran to the end, but the final reports show violations.
- Post-DP HPWL: around 16000 um
- Type of the worst setup path: reg -> out
* Count of inserted antenna diode cells: 0
- Total area of sequential cells: 4730 sq um
* Sequential share of power: 49.3%
- A synthesized cell averages roughly 21 sq um.
* Clock tree from TritonCTS: done
- Switching power: ~0.0035 W
- Signal nets in the final route climb as high as met4.
final cells by class:
| class | instances | area share [%] |
|---|---|---|
| clock inverter | 11 | 1.39 |
| clock buffer | 21 | 4.83 |
| sequential | 189 | 49.6 |
| multi-input combinational | 46 | 3.03 |
| timing repair buffer | 408 | 33.3 |
| inverter | 1 | 0.0788 |
| tap | 585 | 7.68 |
power groups by stage:
| stage | Clock, W | Sequential, W | Combinational (W) |
|---|---|---|---|
| 4_1_cts | 0.00718 | 0.00812 | 0.00159 |
| 5_1_grt | 0.00742 | 0.00815 | 0.00168 |
| 6_report | 0.00682 | 0.00811 | 0.00152 |
flip-flops by register name (all words and copies together), names as in the netlist, 4 cells and up:
signal	count
exe_RegisterRs	5
exe_imm32	32
exe_RegisterRt	5
exe_ALUOp	4
exe_RegisterRd	5
exe_pcplus4	32
exe_RFRD2	32
exe_inst	32
exe_RFRD1	32
cell usage in the layout, fill, tap and decap left out:
master,n
buf_12,8
bufinv_16,2
clkdlybuf4s50_1,190
inv_6,2
dfrtp_1,188
dlygate4sd3_1,1
clkinv_4,3
buf_4,19
clkbuf_8,2
and2b_1,1
clkinv_2,2
buf_2,188
clkbuf_1,2
clkinvlp_4,2
nor2b_1,45
clkbuf_16,17
buf_6,2
inv_8,1
dfrtp_2,1
kinds of logic (layout without fill, tap and decap cells):
group         count (synthesis)  count (layout)  share of synthesized area, %
flops                       189             189                          93.8
buf+inv                       5             441                         0.471
simple gates                 46              46                          5.73
worst max path at each step:
stage | startpoint | endpoint | cells past startpoint
after CTS | exe_pcplus4[26] | exe_pcplus4[26] | 1
after global routing | exe_pcplus4[26] | exe_pcplus4[26] | 1
final | exe_pcplus4[26] | exe_pcplus4[26] | 1
stage by stage:
step / TNS (ns) / instances / area, sq um / total power, W
after floorplan: -308.92 / 240 / 5050 / 0.00836
after global placement: -1.84 / 1228 / 9860 / 0.0102
after detailed placement: -2.53 / 1228 / 9860 / 0.0102
after CTS: -39.13 / 1261 / 9530 / 0.0169
after global routing: -40.42 / 1261 / 9530 / 0.0173
final: -27.13 / 1261 / 9530 / 0.0165
worst min-delay path: stages:
cell             delay (ns)
clkdlybuf4s50_1        0.45
clkinvlp_4             0.13
buf_12                 0.18
routing by layer:
layer,track usage (%),up-vias
met5,0,-
met4,1.23,0
met3,5.00,23
li1,-,1584
met1,8.70,1658
met2,12.2,247
repair_timing:
action	CTS	global route
gates resized	622	0
pin swaps	0	0
endpoints found under the setup margin	189	189
buffers inserted	0	0
hold endpoints to repair	1	0
hold buffers	1	0
Power is estimated from default activity; no workload was simulated.
