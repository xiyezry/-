--- /design/flow/design.v ---
module alu(A, B, ALUOp,C);
	input  signed [31:0] A, B;
	input         [3:0]  ALUOp;
	output signed [31:0] C;
	reg [31:0] C_temp2;
	assign C = C_temp2;   
	always @( * ) begin
	  case ( ALUOp )
		  4'b0000:  C_temp2 = A;                          
		  4'b0001: C_temp2 = A + B;
		  4'b0010: C_temp2 = A - B;      		
		  4'b0011: C_temp2 = A & B;		
		  4'b0100: C_temp2 = A | B;
		  4'b0101:  C_temp2 = (A < B) ? 32'd1 : 32'd0;     
		  4'b0110: C_temp2 = ({1'b0, A} < {1'b0, B}) ? 32'd1 : 32'd0;
		  4'b0111: C_temp2 = A + B;
		  4'b1000: C_temp2 = A - B;
		  4'b1100: C_temp2 = {B[15:0],16'b0};
		  4'b1101: C_temp2 = A^B;
		  4'b1110: C_temp2 = ~(A|B);
		  4'b1111:  
			C_temp2 = A + B;
		  default:   C_temp2 = A;                           
	  endcase
	end  
endmodule
--- /design/flow/run.sh ---
#!/bin/bash
# OpenROAD 26Q1-2900-gdf79404cd8, Yosys 0.63+post, stock flow scripts
make -C /OpenROAD-flow-scripts/flow DESIGN_CONFIG=/design/flow/config.mk WORK_HOME=/design/flow/orfs finish
--- /design/flow/config.mk ---
export PLATFORM = sky130hd
export DESIGN_NAME = alu
export DESIGN_NICKNAME = alu
export VERILOG_FILES = /design/flow/design.v
export SDC_FILE = /design/flow/constraint.sdc
export NUM_CORES = 4
export LEC_CHECK = 1
export CORE_UTILIZATION = 40
--- /design/flow/constraint.sdc ---
current_design alu

set clk_period 27.7
set clk_io_pct 0.2

create_clock -name clk0 -period $clk_period

set non_clock_inputs [all_inputs -no_clocks]
set_input_delay [expr $clk_period * $clk_io_pct] -clock clk0 $non_clock_inputs
set_output_delay [expr $clk_period * $clk_io_pct] -clock clk0 [all_outputs]
==> summary.txt <==
Physical design

The flow ran to the end, and the final reports show no timing, DRC or antenna violations. The number of vias per cell stands at 6.33. The detailed-route via count stands at roughly 6900.

Compared with the post-synthesis result, the final layout area differs by 20.1%. The number of design rule violations left after detail routing stands at 0. The post-synthesis cell count stands at about 860. The final critical-path share of the clock period stands at 56.4%. The number of warnings reported in the stage logs is 98. The report counts max-capacitance violations totalling 0. During placement, the flow inserted port buffers numbering 100. Looking at area per cell type in the netlist, the leader is sky130_fd_sc_hd__ha_1. The total half-perimeter wirelength after legalization and detailed placement stands at 16700 µm. In the final layout, the fill cell count is 1380. The floorplan step defined a die boundary enclosing roughly 0.014 mm². Headroom to the max-slew limit came out at between 30% and 40%. In the final layout, flip-flops and latches occupy 0 µm². The highest ir drop seen on vdd stands at 0.00921 mV. Per the OpenROAD floorplan log, the height of the die is 120 µm.

The number of antenna diodes in the final layout is 0. The post-synthesis cell area stands at 0.00559 mm². The placeable core area stands at 0.0135 mm². The x dimension of the die stands at 120 µm. The sequential cell count stands at 0. On the worst path, the slowest cell contributes a delay of 0.73 ns. The overflow left after global routing stands at 0. The global-route wire length before repair stands at 35300 µm.

The most critical min-delay path falls under in -> out. The leakage power total stands at 2.94 nW. The sequential cell area fraction in the yosys report stands at 0%. The routability congestion estimate stands at 0.985.

The worst setup path is captured at a primary output. The final timing report lists a hold violation count of 0. The clock tree buffer count of the final layout stands at 0. Once detail routing completed, the nets flagged for antenna violations numbered 0. The total detailed-routing wirelength stands at 22700 µm. The worst setup path is launched from an input port.

The final report lists the setup-violating endpoint count as 0. Setup repair after global routing left no endpoint under its margin. The hold buffer count at cts stands at 0. Yosys stat counts between 800 and 900 cells in the synthesized netlist.

The largest fanout on the critical path stands at 6. The combined global-route utilization of all metal layers stands at 31.4%. The report lists the number of standard-cell rows as approximately 42. The critical path's slowest stage uses the library cell sky130_fd_sc_hd__a311oi_1. Ranked by total cell area, the synthesized netlist is headed by sky130_fd_sc_hd__ha_1 (22%), sky130_fd_sc_hd__a21oi_1 (9.9%), sky130_fd_sc_hd__inv_1 (6.4%).

The worst-margin pin slew stands at 0.921 ns. Per the summary, power density relative to cell area is 22.0 mW/mm². The violation tally recorded at the end of detailed-routing iteration 0 is 641. The number of antenna violations at the first check in global routing came to 0.

The synthesis stats list as the most numerous cell sky130_fd_sc_hd__a21oi_1. Post-CTS repair changed the size of 0 cells. The final max-slew violation count stands at 0. The number of warnings printed during yosys synthesis stands at 1. After synthesis, the chip area reported by Yosys is ~0.0056 mm². The tally of unique sky130hd cells used after synthesis stands at 70. The top-level I/O count stands at about 100.

Across all setup checks in the final design, the least slack found is 12.06 ns. The mean instance size in the synthesized netlist stands at 6.51 µm². According to the timing report, the arrival time at the worst endpoint equals 10.10 ns. Entering global routing, the biggest net connects 58 pins. Subtracting the final worst setup slack from the clock period gives between 15 and 20 ns. Before placement the cells fill 41.6% of the core.

Ranked by instance count, the synthesized netlist is headed by sky130_fd_sc_hd__a21oi_1 (111), sky130_fd_sc_hd__ha_1 (98), sky130_fd_sc_hd__inv_1 (95), sky130_fd_sc_hd__nor2_1 (80), sky130_fd_sc_hd__nand2_1 (66). The average detailed-routed wire length per instance stands at 20.7 µm. The final layout reports a setup TNS of 0 ns.

The pre-antenna-repair detailed-routing pass consisted of 6 iterations. In this build the clock could be raised as far as 64.0 MHz. The buffers inserted during post-CTS setup optimization stands at 0. The endpoint required time on the critical path stands at 22.16 ns. The share of synthesized area in the top cell type comes to 21.9%. The number of global-route vias before repair stands at 6399.

By startpoint and endpoint, the worst setup path is classified as in -> out. The worst setup slack after placement stands at 12.26 ns. Per STA, the worst path is made up of clkdlybuf4s50_1 -> ha_1 -> inv_1 -> fa_1 -> nor2b_1 -> o311a_1 -> o21ai_1 -> a311oi_1 -> a31oi_1 -> o21ai_1 -> a21oi_1 -> nor3_1 -> o21ai_0 -> a22oi_1 -> clkdlybuf4s50_1. The total area of multi-input combinational cells stands at 0.00502 mm².

The layout summary lists the proportion of cells stronger than drive strength 1 as 3.81%. Overall power consumption after layout is estimated at 0.148 mW.
==> cell usage in the layout, fill, tap and decap left out, drive strengths merged, types with 4 or more instances in the layout <==
cell type,instances
o211ai,6
a211oi,10
o22ai,20
and2,4
nor4,5
a221o,5
inv,95
o21ai,40
nor2b,7
clkdlybuf4s50,99
a21oi,111
nor3,25
a221oi,25
o31ai,7
o21a,8
xnor2,12
nand4,7
nand2,66
a22oi,42
o221ai,9
a31oi,10
ha,98
o41ai,4
nand2b,11
a21o,17
nor2,80
o21bai,14
buf,17
a21boi,4
nand3,6
==> critical path: cells and delay by family <==
kind,cells,cell delay [ns]
compound gates,8,2.40
buf+inv,3,1.15
fa+ha+maj,2,0.63
simple gates,2,0.37
==> final cells by class <==
| type | count | area share [%] |
|---|---|---|
| inverter | 96 | 5.37 |
| tap | 176 | 3.28 |
| timing repair buffer | 116 | 16.6 |
| multi-input combinational | 707 | 74.7 |
==> worst paths after layout <==
check,start,to,depth (start not counted)
setup / recovery,A[0],C[28],15
hold / removal,A[17],C[17],4
==> through the flow <==
stage	cell area (µm²)	utilization [%]	instances	hold slack (ns)
6_report	6710	49.9	1095	12.07
5_1_grt	6710	49.9	1095	12.12
4_1_cts	6710	49.9	1095	12.08
3_5_place_dp	6710	49.9	1095	12.07
3_3_place_gp	6710	49.9	1095	12.07
2_1_floorplan	5590	-	859	11.16
==> per-layer routing <==
layer | part of all wire [%] | vias to the layer above | global-route usage, %
li1 | - | 3288 | -
met1 | 43 | 3235 | 44.1
met2 | 47 | 365 | 51.1
met3 | 7.9 | 43 | 4.00
met4 | 2.3 | 0 | 7.79
met5 | 0 | - | 0
==> cell families (layout without fill, tap and decap cells) <==
| group | Yosys count | in the layout | share of synthesized area (%) |
|---|---|---|---|
| compound gates | 368 | 368 | 46.0 |
| simple gates | 224 | 224 | 18.5 |
| buf+inv | 152 | 212 | 10.5 |
| fa+ha+maj | 100 | 100 | 22.7 |
| xor+xnor | 14 | 14 | 2.19 |
| mux | 1 | 1 | 0.179 |
==> power breakdown <==
part           total [mW]  internal (mW)  leakage, nW  switching, mW
clock network           0              0            0              0
registers               0              0            0              0
logic               0.148         0.0647         2.94         0.0832
total               0.148         0.0647         2.94         0.0832
No activity file was given, so power comes from the tool's default toggle rates.
