===== design/flow/design.v =====
module datamemory(DMAdd,DataIn,DataOut,DMW,DMR,clk);
	input DMR;
	input DMW;
	input clk;
	input [31:0] DataIn;
	input [6:0] DMAdd;	
	output [31:0] DataOut;
	reg[31:0] data_mem[127:0];
	always@(posedge clk)
	begin
		if(DMW)  
			begin
			data_mem[DMAdd] <= DataIn;
			end
	end
	assign DataOut = data_mem[DMAdd];
endmodule

===== design/flow/run.sh =====
#!/bin/bash
# OpenROAD 26Q1-2900-gdf79404cd8, Yosys 0.63+post, stock flow scripts
make -C /OpenROAD-flow-scripts/flow DESIGN_CONFIG=/design/flow/config.mk WORK_HOME=/design/flow/orfs finish

===== design/flow/config.mk =====
export PLATFORM = sky130hd
export DESIGN_NAME = datamemory
export DESIGN_NICKNAME = datamemory
export VERILOG_FILES = /design/flow/design.v
export SDC_FILE = /design/flow/constraint.sdc
export NUM_CORES = 4
export LEC_CHECK = 1
export CORE_UTILIZATION = 30

===== design/flow/constraint.sdc =====
current_design datamemory

set clk_period 106.3
set clk_io_pct 0.2

create_clock -name clk0 -period $clk_period [get_ports {clk}]

set non_clock_inputs [all_inputs -no_clocks]
set_input_delay [expr $clk_period * $clk_io_pct] -clock clk0 $non_clock_inputs
set_output_delay [expr $clk_period * $clk_io_pct] -clock clk0 [all_outputs]

==> out/metrics.cfg <==
[pwr]
power_density_nw_per_um2 = 18.7
p_leak_uw = 0.0548
vdd_drop_max_mv = 0.0139

[floorplanning]
fp_util = 0.301
io_pins = 74
chip_area_um2 = 525000
die.size.x_um = 725
num_rows = 265
core_area_um2 = 520000
fp.dieH_um = 725

[place]
dpl_cell_area_um2 = 168000
hpwl_um = 331000
dp_cells = 15700
port_buffers = 72
place_congestion = 0.964
pre_cts_slack_ns = 57.21

[logic_synthesis]
async_flop_share = 0
topCellsByArea = edfxtp_1 (79%), a221oi_1 (4.7%), a22oi_1 (2.2%), mux2_2 (2.0%), a21oi_1 (1.4%)
netlist_area_um2 = 157000
ys_cells = 8922
ys_seq_share = 0.785
yosysUniqueCellTypes = 75
synthCells = 8922
top_area_cell = edfxtp_1
yosys.stat.chipArea_um2 = 157000
synth_area_per_cell_um2 = 17.6
yosys_warnings = 1
ff_type = edfxtp_1
netlist.area_leader.share = 0.785
synth-edff-count = 4096
synth_flops = 4096

[worst_hold_path]
hp-class = input pin to register

[finish]
nFillCells = 48000
regArea_um2 = 123000
final_common_cell = edfxtp_1
top_regs = data_mem: 4096 flops
fin_cells = 16600
mi_logic_area_um2 = 31600
regMostFlops = data_mem
final_layout_top_logic_cells = edfxtp_1 (4096), a221oi_1 (847), buf_4 (535)
syn_to_final_growth_pct = 15.6
largest_reg_flops = 4096
final_cell_area_um2 = 181000
drive_gt1_frac = 0.175

[global_route]
grt_pass1_vias = 96000
antenna_found_initial = 60
grt_usage = 0.222
grt_start_max_net_pins = 91
grt-ovfl-total = 0
grt_pass1_wl_um = 763000

[sta]
setup_tns_ns = 0
relSlewSlack = 0.0720
fin_crit_sh = 0.463
setup_violations = 0
hold_viol = 0
setup_slack_ns = 57.11
rsz0062_at_grt = no
period_minus_slack_ns = 49.19
slew_viol_final = 0
fmax_mhz = 20.3
worst_pin_slew_ns = 1.38

[clock_tree]
cts.sinks = 4096
cts-hold-fix-buffers = 0
cts_buffers = 416
cts.reportedPaths.clkPinSlew_ns = 0.06
postCtsResizedCells = 0
cts_tree = done
cts_root_buf = clkbuf_16
clockBufferDepth = 4
htree_num_levels = 5
post_cts_buffers = 0

[routing]
wl_per_cell_um = 33.5
wirelength_um = 555000
drt_first_pass_iters = 7
drcViolationCount = 0
postRouteAntennaNets = 0
vias_per_cell = 5.64
drt_iter0_drc = 7297
vias = 93500

[worst_setup_path]
start_kind = input pin
critical_path_class = input pin to primary output
path_max_fanout = 46
crit_arrival_ns = 27.93
critPathRequiredTime_ns = 85.04
end_kind = primary output

[status]
outcome = finished, final reports clean

[job]
max-cap-violations = 0
tool_warnings = 27

## power breakdown
part	switching, uW	internal [uW]	total (uW)
combinational	166	54.4	221
sequential	1.27	1780	1780
clock	614	772	1390
total	781	2610	3390
## metal layers
metal / up-vias / part of all wire / track usage / routed length (um)
met2: 7564 / 0.43 / 0.303 / 236000
li1: 38200 / - / - / -
met3: 1259 / 0.21 / 0.211 / 119000
met4: 65 / 0.059 / 0.104 / 32800
met1: 46400 / 0.29 / 0.218 / 163000
met5: - / 0.0075 / 0.0688 / 4160
## final timing paths
path                            to  cells after the start  startpoint  slack [ns]
hold / removal    data_mem[94][30]                      1  DataIn[30]       20.52
setup / recovery       DataOut[12]                     13    DMAdd[1]       57.11
## per-stage QoR
| stage | hold WS (ns) | utilization | total power, uW |
|---|---|---|---|
| after floorplan | 21.36 | - | 1910 |
| after global placement | 21.50 | 0.323 | 2030 |
| after CTS | 20.48 | 0.348 | 3400 |
| after global routing | 20.54 | 0.348 | 3470 |
| after detailed placement | 21.50 | 0.323 | 2030 |
| final | 20.52 | 0.348 | 3390 |
## synth_stat cells, types with 22 or more instances
master,n
mux2i_1,127
o22ai_1,170
nand3b_1,31
buf_1,135
o221ai_1,49
a221o_1,64
a22o_1,43
a211oi_1,43
clkbuf_1,324
a22oi_1,468
mux4_2,70
nand3_1,27
nor2_1,290
a221oi_1,847
a21oi_1,425
buf_2,239
mux2_2,277
nand2_1,241
o22a_1,31
a222oi_1,44
buf_4,26
o21ai_0,324
edfxtp_1,4096
nor3_1,43
nor2b_1,108
nand2b_1,22
o2bb2ai_1,25
## cell families (layout without fill, tap and decap cells)
family          count (synthesis)  count (layout)  synth area share
other cells                     0              99                 0
compound gates               2731            2731             0.129
mux                           476             476            0.0382
buf+inv                       734            1355            0.0203
simple gates                  885             885            0.0274
flops                        4096            4096             0.785
## worst max-delay path, stage by stage
cell and delay (ns):
buf_8 0.29, buf_4 0.64, buf_4 0.34, buf_4 0.51
buf_4 0.53, buf_4 0.58, buf_4 0.60, mux4_2 0.39
nand2_1 0.08, nand3_1 0.23, a311oi_1 0.89, nand4b_1 0.74
clkdlybuf4s50_1 0.60
## cell type report
cell class / count / area share
well taps: 6942 / 0.0480
clock buffers: 503 / 0.0596
inverters: 7 / 0.000283
flip-flops and latches: 4096 / 0.679
diodes: 99 / 0.00137
multi-input cells: 4092 / 0.175
repair buffers: 593 / 0.0263
clock inverters: 252 / 0.0106
No activity file was given, so power comes from the tool's default toggle rates.
